==> flow/config.mk <==
export PLATFORM = sky130hd
export DESIGN_NAME = sobel_edge
export DESIGN_NICKNAME = sobel_edge
export VERILOG_FILES = /design/flow/design.v
export SDC_FILE = /design/flow/constraint.sdc
export NUM_CORES = 4
export LEC_CHECK = 1
export CORE_UTILIZATION = 30
==> flow/constraint.sdc <==
current_design sobel_edge

set clk_period 9.3
set clk_io_pct 0.2

create_clock -name clk0 -period $clk_period

set non_clock_inputs [all_inputs -no_clocks]
set_input_delay [expr $clk_period * $clk_io_pct] -clock clk0 $non_clock_inputs
set_output_delay [expr $clk_period * $clk_io_pct] -clock clk0 [all_outputs]
==> flow/design.v <==
module sobel_edge
(
	input wire sobel_en,
	input wire [2:0][2:0][7:0] comp_matrix,
	output reg output_pixel,
	output wire sobel_done
);
	reg signed[15:0] f1_x, f2_x, f3_x, f4_x;
	reg signed [15:0] f1_y, f2_y, f3_y, f4_y;
	reg signed [15:0] g1_x, g2_x, g3_x;
 	reg unsigned [15:0] g_x;
	reg signed [15:0] g1_y, g2_y, g3_y;
	reg unsigned [15:0] g_y;
	reg signed [15:0] gradient;
	reg tmp_done;
	always_comb begin	
		tmp_done = 1'b0;
		f1_x = (comp_matrix[2][0] ^ 16'b1111111111111111) + 1'b1;  
		f2_x = {7'b0000000, comp_matrix[1][2], 1'b0};	 
		f3_x = {7'b0000000, comp_matrix[1][0], 1'b0};	 
		f3_x = (f3_x[15:0] ^ 16'b1111111111111111) + 1'b1;
		f4_x = (comp_matrix[0][0] ^ 16'b1111111111111111) + 1'b1;  
		f1_y = {7'b0000000, comp_matrix[2][1], 1'b0};     
		f2_y = ({8'b00000000, comp_matrix[0][2]} ^ 16'b1111111111111111) + 1'b1;  
		f3_y = {7'b0000000, comp_matrix[0][1], 1'b0};	 
		f3_y = (f3_y[15:0] ^ 16'b1111111111111111) + 1'b1;
		f4_y = ({8'b00000000, comp_matrix[0][0]} ^ 16'b1111111111111111) + 1'b1;  
		g1_x = f1_x + f2_x;
		g2_x = f3_x + f4_x;
		g3_x = comp_matrix[2][2] + comp_matrix[0][2];
		g_x = g1_x + g2_x + g3_x;				 
		if (g_x[15] == 1'b1)
			g_x = (g_x[15:0] ^ 16'b1111111111111111) + 1'b1;
		else
			g_x = g_x[15:0];
		g1_y = f1_y + f2_y;
		g2_y = f3_y + f4_y;
		g3_y = comp_matrix[2][0] + comp_matrix[2][2];
		g_y = g1_y + g2_y + g3_y;				 
		if (g_y[15] == 1'b1)
			g_y = (g_y[15:0] ^ 16'b1111111111111111) + 1'b1;
		else
			g_y = g_y[15:0];
		gradient = g_x + g_y;	
		if (gradient[15] == 1'b1)
			gradient = (gradient[15:0] ^ 16'b1111111111111111) + 1'b1;
		else
			gradient = gradient[15:0];
		if(gradient > 16'd127) begin
			output_pixel = 1'b1;
			tmp_done = 1;
		end else begin
			output_pixel = 1'b0;
			tmp_done = 1;
		end
	end
	assign sobel_done = tmp_done;
endmodule
==> flow/run.sh <==
#!/bin/bash
# OpenROAD 26Q1-2900-gdf79404cd8, Yosys 0.63+post, stock flow scripts
make -C /OpenROAD-flow-scripts/flow DESIGN_CONFIG=/design/flow/config.mk WORK_HOME=/design/flow/orfs finish
==> flow_summary.yaml <==
# flow metrics
final_timing:
  final_hold_fails: 0
  setup-violations-final: 1
  setup_repair_after_global_routing_missed_its_margin: "true"
  period_minus_slack_ns: 10.70
  worst_slack_ns: -1.40
  max_freq_mhz: 93.5
  final_max_slew_viol_count: 0
  min_period_over_period: 1.15
global_routing:
  grt_pass1_vias: 5225
  antenna_found_initial: 0
  grtUsageTotal: 0.155
  grt_start_max_net_pins: 10
  grt_remaining_overflow: 0
  grt_pass1_wl_mm: 22.8
floorplanning:
  initial_core_util: 0.311
  die.size.y_um: 134
  std_cell_rows: 47
  ioPinCount: 75
  chip_area_mm2: 0.0179
  core_mm2: 0.0168
  floorplan.die.width_um: 134
placed_design:
  port_buffers: 65
  placed_cells: 1163
  area_post_placement_mm2: 0.00772
  gpl.final_weighted_congestion: 0.899
  detailed_place_hpwl_mm: 11.7
setup_path:
  worst-endpoint-required_ns: 7.44
  critical_path.endpoint_type: "output pin"
  setup.worst_path.start_class: "input pin"
  crit_path_end: "output_pixel"
  cp_top_family: "adder cells"
  timing.critical_path.depth: 31
  worstSetupPathType: "input pin to output pin"
  critPathLaunch: "comp_matrix[25]"
  highest_delay_cell_along_the_critical_path: "sky130_fd_sc_hd__fa_1"
  critical-path-max-stage-delay_ns: 0.54
  timing.critical_path.buf_inv: 9
  worst_ep_arrival_time_ns: 8.84
  cp_max_fo: 2
route:
  drt_iter0_markers: 203
  detailedRoute.firstPassIterationCount: 5
  vias_per_cell: 4.57
  routed_wire_per_std_cell_um: 11.1
  drtAntennaViolNets: 0
  num_antenna_cells: 0
  drcViolationCount: 0
  dr_total_vias: 5375
  totalWireLength_mm: 13.0
layout:
  layout.sequential_cells: 0
  drive_above_1_share: 0.341
  n_fill_cell: 1592
  nClkBuffers: 0
  layout.cell_area.non_filler_mm2: 0.00816
  signed_area_change_from_the_synthesized_netlist_to_the_final_layout_pct: 56.3
  flop_area_um2: 0
  layoutNonFillerInstCount: 1177
status:
  outcome: "complete, but fails checks"
  failed_checks: "negative setup slack"
synth:
  synth_largest_type_area_fraction: 0.213
  netlist-cell-type-count: 62
  post-synth-top-area-cell: "sky130_fd_sc_hd__ha_1"
  syn-mean-instance-area_um2: 7.68
  ys_area_mm2: 0.00522
  synth-warning-count: 1
  syn_inst: 680
  synth.yosys.seq_area_share: 0
  yosys-top-cells-area: "sky130_fd_sc_hd__ha_1 (21%), sky130_fd_sc_hd__fa_1 (16%), sky130_fd_sc_hd__inv_1 (9.0%)"
  yosys_cells: 680
  syn-cell-area_mm2: 0.00522
run:
  stage_log_warnings: 45
  max_cap_viol_count: 0
min_path:
  worst_hold_path.num_cells: 13
  worstHoldPathType: "input pin to output pin"
clocking:
  ctsHoldBuffers: 0
-- cells by family after synthesis --
| group | share of synthesized area |
|---|---|
| other | 0.000718 |
| adders and majority gates | 0.378 |
| AOI/OAI and AO/OA | 0.195 |
| buffers and inverters | 0.102 |
| xor gates and xnor gates | 0.142 |
| and+or+nand+nor | 0.165 |
| muxes | 0.0161 |
-- layout by cell type (no fill, tap or decap), drive strengths merged, types with 5 or more instances in the layout --
cell	netlist	layout
a2111oi	5	5
a211oi	11	11
a21o	14	14
a21oi	52	52
a31oi	5	5
buf	6	228
clkdlybuf4s50	0	45
dlygate4sd2	0	9
fa	43	43
ha	89	89
inv	125	125
mux2i	5	5
nand2	28	28
nand2b	6	6
nand3	14	14
nand3b	8	8
nand4	8	8
nor2	47	47
nor3	19	19
nor4	6	6
o21a	5	5
o21ai	30	30
o21bai	9	9
or3	5	5
xnor2	52	52
xor2	32	32
-- worst min-delay path by stage --
stage / from / to / slack (ns)
CTS: comp_matrix[40] / output_pixel / 5.52
global route: comp_matrix[2] / output_pixel / 5.52
finish: comp_matrix[2] / output_pixel / 5.40
-- Yosys cell counts, types with 4 or more instances --
cell type	n
sky130_fd_sc_hd__or3_1	5
sky130_fd_sc_hd__nor4_1	6
sky130_fd_sc_hd__nand4_1	8
sky130_fd_sc_hd__nand2b_1	6
sky130_fd_sc_hd__mux2i_1	5
sky130_fd_sc_hd__xor2_1	31
sky130_fd_sc_hd__o21a_1	5
sky130_fd_sc_hd__o21ai_0	27
sky130_fd_sc_hd__nand2_1	28
sky130_fd_sc_hd__ha_1	89
sky130_fd_sc_hd__o2111ai_1	4
sky130_fd_sc_hd__and2_1	4
sky130_fd_sc_hd__a31oi_1	4
sky130_fd_sc_hd__a211oi_1	8
sky130_fd_sc_hd__a21oi_1	52
sky130_fd_sc_hd__nor3b_1	4
sky130_fd_sc_hd__nand3b_1	8
sky130_fd_sc_hd__fa_1	43
sky130_fd_sc_hd__nor2_1	47
sky130_fd_sc_hd__o21bai_1	9
sky130_fd_sc_hd__xnor2_1	52
sky130_fd_sc_hd__a21o_1	14
sky130_fd_sc_hd__clkbuf_1	6
sky130_fd_sc_hd__inv_1	125
sky130_fd_sc_hd__nand3_1	14
sky130_fd_sc_hd__nor3_1	17
-- per-layer routing --
metal | up-vias | global-route usage | wire length (um)
met3 | 6 | 0.00810 | 279
met1 | 2429 | 0.230 | 6730
met4 | 0 | 0.00884 | 86
met5 | - | 0 | 0
met2 | 73 | 0.262 | 5910
li1 | 2867 | - | -
-- through the flow --
step	hold WS (ns)	util	setup TNS, ns	worst slack [ns]
final	5.40	0.485	-1.40	-1.40
after global routing	5.52	0.485	-1.61	-1.61
after CTS	5.52	0.478	-1.40	-1.40
after detailed placement	5.87	0.459	-2.18	-2.18
after global placement	5.88	0.459	-2.13	-2.13
after floorplan	4.56	-	-0.870	-0.870
-- what timing repair did --
item	CTS	global route
setup buffers	11	3
gates resized	89	33
pin swaps	54	34
setup endpoints to repair	1	1
-- area by class of cell --
class	instances	area, um2	area share
inverter	125	469	0.0575
multi-input combinational	543	5100	0.626
tap	220	275	0.0337
timing repair buffer	289	2310	0.283
