==> ./design.v <==
module calculateCompBuffer(
	input wire clk,
	input wire n_rst,
	input wire grayed_done,
	input wire [3:0][7:0] grayed_pixels,
	input wire edge_detected,
	input wire getMatrix,
	output reg computeSobel,
	output reg [2:0][7:0][7:0] out_buffer,
	output reg fill,
	output reg [2:0] next_counter
);
typedef enum bit [3:0] {IDLE, FILL1, FILL2, FILL3, FILL4, FILL5, FILL6, FILL7, FILL8, INC, DEC, SHIFT, SHIFTCOMPUTE} stateType;
stateType state;
stateType next_state;
reg shift_en, incdec, next_shift_en, next_incdec, edge_found, next_edge_found;
reg [2:0] counter;
reg [2:0][7:0][7:0] in_buffer;
reg computeSobel_prev;
reg shift_done, next_shift_done;
always_ff @ (posedge clk, negedge n_rst) begin : REG_LOGIC	
	if(n_rst == 1'b0) begin
		state <= IDLE;
		counter <= 0;
		shift_en <= 0;
		incdec <= 1;
		edge_found <= 0;
		shift_done <= 0;
		in_buffer  <= 		   {{8'd0, 8'd0, 8'd0, 8'd0, 8'd0, 8'd0, 8'd0, 8'd0},
					    {8'd0, 8'd0, 8'd0, 8'd0, 8'd0, 8'd0, 8'd0, 8'd0},
					    {8'd0, 8'd0, 8'd0, 8'd0, 8'd0, 8'd0, 8'd0, 8'd0}};
		computeSobel_prev <= 0;
	end else begin
		state <= next_state;
		counter <= next_counter;
		shift_en <= next_shift_en;
		incdec <= next_incdec;
		edge_found <= next_edge_found;
		in_buffer <= out_buffer;
		computeSobel_prev <= computeSobel;
		shift_done <= next_shift_done;
	end
end
always_comb begin: NXT_LOGIC
	next_state = state;
	computeSobel = computeSobel_prev;
	out_buffer  =  in_buffer;
	next_shift_done = shift_done;
 	next_edge_found = edge_found;
	next_counter = counter;
	next_shift_en = shift_en;
	next_incdec = incdec;
	fill = 0;
	case(state)
		IDLE: begin
			next_state = FILL1;
		end
		FILL1: begin	
			computeSobel = 0;
			if (grayed_done == 1) begin
				out_buffer[2][7:4] = grayed_pixels;
				next_state = FILL2;
			end
			else begin
				next_state = FILL1;
			end
		end
		FILL2: begin
			if (grayed_done == 1) begin
				out_buffer[1][7:4] = grayed_pixels;
				next_state = FILL3;
			end
			else begin 
				next_state = FILL2;
			end
		end
		FILL3: begin
			if (grayed_done == 1) begin
				out_buffer[0][7:4] = grayed_pixels;
				if (incdec == 1 && shift_en == 0) 
					next_state = INC;
				else if (incdec == 0 && shift_en == 0) 
					next_state = DEC;
				else if (shift_en == 1) begin
					next_state = FILL6;
				end
				if (edge_detected == 1)
					next_edge_found = 1;
			end
		end
		INC: begin
			if(computeSobel_prev == 1'b1)
				computeSobel = 0;
			else begin
				if (getMatrix == 1) begin
					computeSobel = 1;
					if (counter == 7) 
						next_counter = 0;
					else
						next_counter = counter + 1;
					if(next_counter == 1 && shift_done == 0) begin
						fill = 1;
						next_state = FILL4;
					end else if (next_counter == 5 && edge_found == 0) begin
						fill = 1;
						next_state = FILL1;
					end else if (next_counter == 5 && edge_found== 1) begin
						next_edge_found = 0;
						next_state = SHIFT;
					end else if (shift_done == 1) 
						next_shift_done = 0;
				end
			end
		end
		FILL4: begin
			computeSobel = 0;
			if (grayed_done == 1) begin
				out_buffer[2][3:0] = grayed_pixels;
				next_state = FILL5;
			end
		end
		FILL5: begin
			if (grayed_done == 1) begin
				out_buffer[1][3:0] = grayed_pixels;
				next_state = FILL6;
			end
		end
		FILL6: begin
			if (grayed_done == 1) begin
				out_buffer[0][3:0] = grayed_pixels;
				if (shift_en == 1) begin		
					next_shift_en = 0;
					next_state = SHIFTCOMPUTE;	
				end
				if (edge_detected == 1) 
					next_edge_found = 1;
				if (incdec == 1 && shift_en == 0) 
					next_state = INC;
				else if (incdec == 0 && shift_en == 0) 
					next_state = DEC;
			end
		end
		SHIFTCOMPUTE: begin
			computeSobel = 1;
			next_shift_done = 1;
			if (incdec == 1) 
				next_state = INC;
			else if (incdec == 0) 
				next_state = DEC;
		end
		DEC: begin
			if(computeSobel_prev == 1'b1)
				computeSobel = 0;
			else begin
				if (getMatrix == 1) begin
					computeSobel = 1;
					if (counter == 0) 
						next_counter = 7;
					else
						next_counter = counter - 1;
					if (next_counter == 4 && shift_done == 0) begin
						fill = 1;
						next_state = FILL1;
					end else if (next_counter == 0 && edge_detected == 0) begin
						fill = 1;
						next_state = FILL4;
					end
					else if (next_counter == 0 && edge_detected == 1) begin
						next_state = SHIFT;
						next_edge_found = 0;
					end
					else if (shift_done == 1)
						next_shift_done = 0;
				end		
			end
		end
		SHIFT: begin
			computeSobel = 0;
			next_shift_en = 1;
			fill = 1;
			next_state = FILL3;
			out_buffer[2] = in_buffer[1];
			out_buffer[1] = in_buffer[0];
			if (incdec == 1) begin
				next_incdec = 0;
			end
			else begin
				next_incdec = 1;
			end
		end
	endcase
end
endmodule
==> ./run.sh <==
#!/bin/bash
# OpenROAD 26Q1-2900-gdf79404cd8, Yosys 0.63+post, stock flow scripts
make -C /OpenROAD-flow-scripts/flow DESIGN_CONFIG=/design/flow/config.mk WORK_HOME=/design/flow/orfs finish
==> ./config.mk <==
export PLATFORM = sky130hd
export DESIGN_NAME = calculateCompBuffer
export DESIGN_NICKNAME = calculateCompBuffer
export VERILOG_FILES = /design/flow/design.v
export SDC_FILE = /design/flow/constraint.sdc
export NUM_CORES = 4
export LEC_CHECK = 1
export CORE_UTILIZATION = 30
==> ./constraint.sdc <==
current_design calculateCompBuffer

set clk_period 11.4
set clk_io_pct 0.2

create_clock -name clk0 -period $clk_period [get_ports {clk}]

set non_clock_inputs [all_inputs -no_clocks]
set_input_delay [expr $clk_period * $clk_io_pct] -clock clk0 $non_clock_inputs
set_output_delay [expr $clk_period * $clk_io_pct] -clock clk0 [all_outputs]
==> flow_summary.rst <==
Flow metrics
------------

.. list-table::
   :header-rows: 1

   * - Metric
     - Value
   * - Run status
     - finished, final reports clean
   * - H-tree Lvls
     - 1
   * - Detailed-route wire length on metal 1
     - 13500 um
   * - Worst clock skew
     - 0.0191 ns
   * - Count of warning messages emitted by the tools
     - 27
   * - Antenna diode instance count
     - 0
   * - Die Span Y
     - 179 um
   * - Cell area after technology mapping
     - 9370 um^2
   * - Std-Cell Rows
     - 64
   * - Reported max-cap violation count
     - 0
   * - Synth-to-Final Area Change
     - 37.8%
   * - Total power per unit cell area
     - 286 nW/um^2
   * - Worst setup path class
     - in -> out
   * - # Post-CTS Setup Buffers
     - 0
   * - Sequential element share of the synthesized area
     - 56.4%
   * - Total met3 wirelength after detailed routing
     - 2520 um
   * - Worst Max-Slew Pin Slew
     - 0.791 ns
   * - Highest Signal Layer
     - met4
   * - TritonCTS Sinks
     - 211
   * - Final global-route overflow total
     - 0
   * - Critical Path Sink Type
     - output port
   * - Sum of routed wire length over all layers
     - 29900 um
   * - Post-detailed-route wirelength per cell
     - 20.0 um
   * - Number of buffers on the longest clock path
     - 3
   * - Reported net switching power
     - 1.20 mW
   * - Final Cycle Share
     - 60.5%
   * - Most common flop cell mapped by yosys
     - dfrtp_1
   * - TritonCTS clock tree
     - built
   * - Final setup violation count
     - 0
   * - Switching power share of the total
     - 32.6%
   * - Clock share of power
     - 21.8%
   * - Total number of vias
     - 7762
   * - Yosys warns
     - 1
   * - Synthesized registers
     - 211
   * - Clock Root Buffer
     - clkbuf_16
   * - Share of layout cells above drive strength 1
     - 11.3%
   * - Number of ports placed on the die boundary
     - 234
   * - Yosys cell types
     - 54
   * - Antenna violations before repair
     - 0
   * - Slew HR
     - 47.2%
   * - Number of antenna-violating nets in the routed design
     - 0
   * - Max Fanout on Critical Path
     - 74
   * - Share of flip-flops with an asynchronous set or reset
     - 100%
   * - Register share of total power
     - 34.4%
   * - Number of enable-type register cells in the synthesized netlist
     - 0
   * - Total count of hold-check failures in the final report
     - 0
   * - Via count normalized by instance count
     - 5.20
   * - Via count of the first global-routing pass
     - 7644
   * - Period minus WS final
     - 6.90 ns
   * - Wire length of the first global-routing pass
     - 45500 um
   * - Yosys-reported design area after synthesis
     - 9370 um^2
   * - Leakage Power
     - 5.85 nW
   * - Gate count after technology mapping
     - 866
   * - Drt first-iter violations
     - 551
   * - Post-layout utilization of the core
     - 42.1%
   * - Number of buffers added by the clock tree synthesis step
     - 25
   * - Port-buffer cells
     - 233
   * - Part of the total power dissipated in combinational logic
     - 43.8%
   * - Clock Pin Slew Worst Setup and Hold Paths
     - 0.06 ns
   * - Drt drc
     - 0
   * - Per-instance average area after synthesis
     - 10.8 um^2
   * - Iteration tally of the first detailed-router pass
     - 8
   * - Cell count in the Yosys report
     - 866
   * - Largest net degree at the start of global routing
     - 88
   * - F_max
     - 145 MHz
   * - Number of buffers added to fix hold violations after cts
     - 0
   * - Clock latency on the worst-skew pair
     - 0.54 ns
   * - Data required time of the worst path
     - 9.12 ns
   * - Worst IR drop on VDD
     - 0.126 mV
   * - Dpl hpwl
     - 19600 um
   * - Floorplan Core Area
     - 30700 um^2
   * - Arrival time at the worst endpoint
     - 4.62 ns
   * - Type of origin of the critical path
     - input pin
   * - Resized cells post-CTS
     - 0
   * - Setup repair after global routing missed its margin
     - no
   * - Horizontal die dimension
     - 179 um
   * - Final Max Tran Viols
     - 0
   * - Int Power
     - 2.49 mW
   * - Die outline area
     - 31900 um^2
   * - Setup TNS
     - 0 ns
   * - Init Core Util
     - 30.6%
   * - Length of routed met2 wiring
     - 13300 um
   * - HP Class
     - reg -> reg
   * - Combined global-route utilization of all metal layers
     - 19.3%
   * - GP Congestion
     - 0.858
cells in the final DEF (no fill, tap or decap), drive strengths merged, types with 9 or more instances in the layout:
| master | synthesis | layout |
|---|---|---|
| a222oi | 61 | 61 |
| nor2 | 12 | 12 |
| a22oi | 69 | 69 |
| clkdlybuf4s50 | 0 | 231 |
| o21ai | 77 | 77 |
| buf | 25 | 18 |
| nand2 | 113 | 113 |
| dfrtp | 209 | 209 |
| a21boi | 32 | 32 |
| clkbuf | 38 | 36 |
| inv | 106 | 107 |
| a21oi | 9 | 9 |
| mux2 | 66 | 66 |
cell families after synthesis:
kind of cell	Yosys count	synth area share (%)
AOI/OAI and AO/OA	265	21.0
and+or+nand+nor	148	6.69
DFF	211	56.4
xor gates and xnor gates	1	0.0935
buffers and inverters	169	7.17
other	1	0.0400
muxes	67	8.08
adders and majority gates	4	0.534
layer usage:
metal	vias up	GRT usage (%)
met5	-	0
met4	0	3.53
met3	37	5.32
met2	300	28.1
met1	3874	29.9
li1	3551	-
per-stage QoR:
stage | instance area (um^2) | setup WS (ns) | std cells | power [mW] | hold WS, ns
4_1_cts | 12900 | 4.49 | 1493 | 3.73 | 0.492
3_5_place_dp | 12100 | 4.52 | 1448 | 2.90 | 0.478
5_1_grt | 12900 | 4.31 | 1493 | 3.94 | 0.517
3_3_place_gp | 12100 | 4.54 | 1448 | 2.89 | 0.477
6_report | 12900 | 4.50 | 1493 | 3.69 | 0.492
2_1_floorplan | 9370 | 6.01 | 866 | 1.84 | 0.436
sequential cells by signal, indices dropped and copies added (netlist names), named ones only:
| signal | flops |
|---|---|
| shift_done | 1 |
| shift_en | 1 |
| computeSobel_prev | 1 |
| counter | 3 |
| incdec | 1 |
| state | 9 |
| edge_found | 1 |
| in_buffer | 192 |
worst paths after layout:
kind / start / end / slack [ns] / cells past startpoint
setup / recovery: grayed_done / out_buffer[106] / 4.50 / 7
hold / removal: in_buffer[190] / in_buffer[190] / 0.49 / 2
setup reg to reg: state[10] / in_buffer[68] / 9.05 / 5
hold reg to reg: in_buffer[190] / in_buffer[190] / 0.49 / 2
max in group asynchronous: n_rst / in_buffer[63] / 8.00 / 3
min in group asynchronous: n_rst / in_buffer[177] / 1.75 / 1
power groups by stage:
stage	sequential, mW	combinational [mW]	clock, mW
5_1_grt	1.31	1.79	0.849
6_report	1.27	1.62	0.804
4_1_cts	1.27	1.64	0.825
worst max-delay path, cell delays in order:
cell	delay, ns
buf_2	0.16
buf_4	0.61
and2_2	0.45
buf_4	0.37
a222oi_1	0.12
inv_1	0.13
clkdlybuf4s50_1	0.46
layout make-up:
type                    instances  area (um^2)
clock buffers                  36          717
clock inverters                 9          114
fillers                      2861        17800
inverters                     106          398
multi-input cells             486         3450
flip-flops and latches        211         5290
well taps                     396          495
repair buffers                249         2450
cell usage after synthesis (3+ instances only):
| cell type | n | share of area [%] |
|---|---|---|
| inv_1 | 105 | 4.2 |
| ha_1 | 4 | 0.53 |
| mux2_2 | 42 | 5.0 |
| nand2_1 | 112 | 4.5 |
| buf_2 | 21 | 1.1 |
| nand4_1 | 3 | 0.20 |
| mux2_1 | 23 | 2.8 |
| clkbuf_1 | 38 | 1.5 |
| a31oi_1 | 3 | 0.20 |
| a22oi_1 | 68 | 5.4 |
| a21boi_0 | 32 | 2.6 |
| o21ai_0 | 75 | 4.0 |
| nand3_1 | 3 | 0.16 |
| a21oi_1 | 9 | 0.48 |
| nor2_1 | 12 | 0.48 |
| a222oi_1 | 61 | 6.5 |
| nand2b_1 | 4 | 0.27 |
| dfrtp_1 | 209 | 56 |
No activity file was given, so power comes from the tool's default toggle rates.
