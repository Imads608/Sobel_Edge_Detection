### flow/config.mk
export PLATFORM = sky130hd
export DESIGN_NAME = window_slider
export DESIGN_NICKNAME = window_slider
export VERILOG_FILES = /design/flow/design.v
export SDC_FILE = /design/flow/constraint.sdc
export NUM_CORES = 4
export LEC_CHECK = 1
export CORE_UTILIZATION = 30
### flow/constraint.sdc
current_design window_slider

set clk_period 12.6
set clk_io_pct 0.2

create_clock -name clk0 -period $clk_period [get_ports {clk}]

set non_clock_inputs [all_inputs -no_clocks]
set_input_delay [expr $clk_period * $clk_io_pct] -clock clk0 $non_clock_inputs
set_output_delay [expr $clk_period * $clk_io_pct] -clock clk0 [all_outputs]
### flow/design.v
module window_slider(
	input wire clk,
	input wire n_rst,
	input wire nx_pixel_en,
	input wire [31:0] image_start_addr,
	output reg next_edge_detected,
	output reg addr_done,
	output reg [31:0] next_calc_address,
	output reg next_last_pix_read
);
	reg [7:0] col_cnt;
	reg [8:0] row_cnt;
	reg [1:0] matrix_cnt;
	reg [31:0] calc_address;
	reg [7:0] next_col_cnt;
	reg [8:0] next_row_cnt;
	reg [1:0] next_matrix_cnt;
	typedef enum bit [4:0] {IDLE, CALC1, DONE1, CALC2, DONE2, CALC3, DONE3, INCDEC_COL, DONEINCDEC, NEW_ROW1, DONEN1, NEW_ROW2, DONEN2, INC_ROW, DONEINC_ROW, DONE, ENDDONE} stateType;
	stateType state;
	stateType next_state;
	reg incdec;  
	reg next_incdec;
	reg addr_done_prev;
	reg [31:0] calc_tmp1, calc_tmp2, calc_tmp3, calc_tmp4;
	reg edge_detected, last_pix_read;
	reg getAddr, next_getAddr;
	always_ff @ (posedge clk, negedge n_rst) begin : REG_LOGIC	
		if(n_rst == 1'b0) begin
			state <= IDLE;
			col_cnt <= 0;
			row_cnt <= 0;
			matrix_cnt <= 0;
			calc_address <= 0;
			edge_detected <= 0;
			incdec <= 0;
			last_pix_read <= 0;
			addr_done_prev <= 0;
			getAddr <= 0;
		end else begin
			state <= next_state;
		        col_cnt <= next_col_cnt;
			row_cnt <= next_row_cnt;
			matrix_cnt <= next_matrix_cnt;
			calc_address <= next_calc_address;
			edge_detected <= next_edge_detected;
			incdec <= next_incdec;
			last_pix_read <= next_last_pix_read;
			addr_done_prev <= addr_done;
			getAddr <= next_getAddr;
		end
	end
	always_comb begin: NXT_LOGIC
		next_getAddr = getAddr;
		next_state = state;
		next_col_cnt = col_cnt;
		next_row_cnt = row_cnt;
		next_matrix_cnt = matrix_cnt;
		next_calc_address = calc_address;
		calc_tmp1 = 0;
		calc_tmp2 = 0;
		calc_tmp3 = 0;
		calc_tmp4 = 0;
		addr_done = addr_done_prev;
		next_edge_detected = edge_detected;
		next_incdec = incdec;
		next_last_pix_read = last_pix_read;
		case(state)
			IDLE: begin 	
				if(nx_pixel_en == 1 && edge_detected == 0 ) begin
					next_state = CALC1;
					next_getAddr = 1;
				end else if(nx_pixel_en == 1 && edge_detected == 1) begin
					next_state = NEW_ROW1;
					next_edge_detected = 0;
					next_getAddr = 1;
				end else begin
					next_getAddr = 0;
					next_state = IDLE;
				end
			end CALC1: begin	
				if(addr_done_prev == 1'b1)
					addr_done = 0;
				else if (nx_pixel_en == 1 || getAddr == 1) begin
					next_getAddr = 0;	
					if(matrix_cnt == 0) begin  
						calc_tmp1 = 32'h000001E0 * row_cnt;  
						calc_tmp2 = 32'h00000003 * col_cnt;
						calc_tmp3 = image_start_addr + calc_tmp1;
						next_calc_address = calc_tmp2 + calc_tmp3;
						next_matrix_cnt = matrix_cnt + 2'b01;
						next_state = DONE1;
					end else if(matrix_cnt == 2) begin  
						next_calc_address = calc_address + 32'h00000001;
						next_matrix_cnt = 2'b00;
						next_state = DONE2;
					end else begin  
						next_calc_address = calc_address + 32'h00000001;
						next_matrix_cnt = matrix_cnt + 2'b01;
						next_state = DONE1;
					end				
				end
			end DONE1: begin
				addr_done = 1;
				next_state = CALC1;
			end DONE2: begin
				addr_done = 1;
				next_state = CALC2;
			end DONE3: begin
				addr_done = 1;
				next_state = CALC3;
			end DONEINCDEC: begin
				addr_done = 1;
				next_state = INCDEC_COL;
			end DONEN1: begin
				addr_done = 1;
				next_state = NEW_ROW1;
			end DONEN2: begin
				addr_done = 1;
				next_state = NEW_ROW2;
			end DONEINC_ROW: begin
				addr_done = 1;
				next_state = INC_ROW;
			end CALC2: begin
				if(addr_done_prev == 1'b1)
					addr_done = 1'b0;	
				else if (nx_pixel_en == 1) begin
					if(matrix_cnt == 0) begin  
						next_calc_address = calc_address + 32'd478;
						next_matrix_cnt = matrix_cnt + 2'b01;
						next_state = DONE2;
					end else if(matrix_cnt == 2) begin  
						next_calc_address = calc_address + 32'h00000001;
						next_matrix_cnt = 2'b00;
						next_state = DONE3;
					end else begin  
						next_calc_address = calc_address + 32'h00000001;
						next_matrix_cnt = matrix_cnt + 2'b01;
						next_state = DONE2;
					end
				end	
			end CALC3: begin
				if(addr_done_prev == 1'b1)
					addr_done = 1'b0;
				else if (nx_pixel_en == 1) begin	
					if(matrix_cnt == 0) begin  
						next_calc_address = calc_address + 32'd478;
						next_matrix_cnt = matrix_cnt + 2'b01;
						next_state = DONE3;
					end else if(matrix_cnt == 2) begin  
						next_calc_address = calc_address + 32'h00000001;
						next_matrix_cnt = 2'b00;
						next_state = DONEINCDEC;
					end else begin  
						next_calc_address = calc_address + 32'h00000001;
						next_matrix_cnt = matrix_cnt + 2'b01;
						next_state = DONE3;
					end 
					if(row_cnt == 477 && col_cnt == 0 && matrix_cnt == 2) begin  
						next_state = ENDDONE;
					end
				end	
			end INCDEC_COL: begin
				if (addr_done_prev == 1'b1) 
					addr_done = 1'b0;
				else if(incdec == 0) begin  
					if(col_cnt == 159) begin  
						next_col_cnt = 157; 
						next_incdec = 1;
						next_edge_detected = 1;
						next_state = IDLE;
					end else begin
						next_col_cnt = col_cnt + 1;  
						next_state = IDLE;
					end
				end else begin  
					if(col_cnt == 0) begin   
						next_col_cnt = 2;
						next_incdec = 0;
						next_edge_detected = 1;
						next_state = IDLE;
					end else begin
						next_col_cnt = col_cnt - 1;  
						next_state = IDLE;
					end
				end
			end NEW_ROW1: begin
				if(addr_done_prev == 1'b1)
					addr_done = 1'b0;
				else if (nx_pixel_en == 1 || getAddr == 1) begin	
					next_getAddr = 0;
					if(matrix_cnt == 0 && incdec == 1) begin  
						next_calc_address = calc_address + 32'd475;
						next_matrix_cnt = matrix_cnt + 2'b01;
						next_state = DONEN1;
					end else if(matrix_cnt == 0 && incdec == 0) begin  
						next_calc_address = calc_address + 32'd478;
						next_matrix_cnt = matrix_cnt + 2'b01;
						next_state = DONEN1;
					end else if(matrix_cnt == 2) begin  
						next_calc_address = calc_address + 32'h00000001;
						next_matrix_cnt = 2'b00;
						next_state = DONEN2;
					end else begin  
						next_calc_address = calc_address + 32'h00000001;
						next_matrix_cnt = matrix_cnt + 2'b01;
						next_state = DONEN1;
					end	
				end
			end NEW_ROW2: begin
				if(addr_done_prev == 1'b1)
					addr_done = 1'b0;
				else if (nx_pixel_en == 1) begin	
					if(matrix_cnt == 0) begin  
						next_calc_address = calc_address + 32'd1;
						next_matrix_cnt = matrix_cnt + 2'b01;
						next_state = DONEN2;
					end else if(matrix_cnt == 2) begin  
						next_calc_address = calc_address + 32'h00000001;
						next_matrix_cnt = 2'b00;
						next_state = DONEINC_ROW;
					end else begin  
						next_calc_address = calc_address + 32'h00000001;
						next_matrix_cnt = matrix_cnt + 2'b01;
						next_state = DONEN2;
					end
				end	
			end INC_ROW: begin
				if (addr_done_prev == 1'b1) 
					addr_done = 1'b0;
				else begin	
					next_row_cnt = row_cnt + 1;
					next_state = IDLE;
				end
			end ENDDONE: begin
				addr_done = 1;
				next_last_pix_read = 1;
				next_state = DONE;
			end DONE: begin
				if (addr_done_prev == 1) 
					addr_done = 0;
				next_last_pix_read = 1;
			end
		endcase
	end
endmodule
### flow/run.sh
#!/bin/bash
# OpenROAD 26Q1-2900-gdf79404cd8, Yosys 0.63+post, stock flow scripts
make -C /OpenROAD-flow-scripts/flow DESIGN_CONFIG=/design/flow/config.mk WORK_HOME=/design/flow/orfs finish
==> impl_metrics.toml <==
# yosys + openroad results
[clock_tree]
cts-buffers-inserted = 9
root_buffer = "clkbuf_16"
cts_setup_buffers = 0
clk_latency_ns = 0.35
cts_max_level = 3
cts_resized = 0
tritoncts = "done"
clock_path_buffers = 2
clkTransAtPathRegs_ns = 0.07
clock-sinks = 73
postCtsHoldBufs = 0

[hold_path]
min_to = "state[14]$_DFF_PN0_"
hold_depth = 1
worstHoldStart = "state[4]$_DFF_PN0_"
hold_class = "reg2reg"

[final_timing]
setup_viol = 0
rsz0062_at_grt = "no"
period_used_pct = 75.39
finalHoldViolCount = 0
setup_ws_ns = 3.101
slew_viol_final = 0
period_needed_ns = 9.499
max_slew_margin_pct = 39.39
clock-skew-final_ns = 0.007655
fmax_ghz = 0.1053
fin_setup_tns_ns = 0
tightest_slew_ns = 0.9072

[place]
dpl_worst_slack_ns = 3.115
io_buffers = 69
gp_congestion = 0.9464
dpl.hpwl_mm = 24.03

[worst_setup_path]
cp_data_required_time_ns = 10.08
worstPathArrival_ns = 6.98
r2r_start = "row_cnt[3]$_DFFE_PN0P_"
path_class = "in2out"
reg2regPathDepth = 22
reg2reg_slack_ns = 6.65
start_kind = "input port"
crit_path_end_kind = "output pin"
rr_endpoint = "calc_address[29]$_DFF_PN0_"
cp_max_fo = 10

[logic_synthesis]
ys_cells = 1237
ys_seq_share_pct = 19.54
async_reset_ff_share_pct = 100.0
edf_count = 0
ff_type = "dfrtp_1"
numSynthFlops = 73
syn-mean-instance-area_sq_um = 7.562
syn_inst = 1237
syn_area_sq_um = 9354
yosysChipArea_sq_um = 9354
ys_types = 86
yosysWarnings = 1

[route]
antenna_cells = 0
detail_route.wl_per_cell_microns = 19.82
dr.pass1.iters = 7
antenna_left = 0
viasPerCell = 5.697
routed_wl_mm = 32.61
drtIter0Drc = 751
drc = 0
num_vias = 9372

[die]
rows = 64
fp.dieW_microns = 178.6
dieHeight_microns = 178.6
ios = 70
initCoreUtil_pct = 30.50
chipArea_sq_um = 31890
core_area_sq_um = 30670

[layout]
regArea_sq_um = 1828
fillCellCount = 3165
logic_area_sq_um = 6917
drive_gt1_share_pct = 4.964
area_growth_pct = 13.38

[global_routing]
grt_max_degree = 61
antenna_found_initial = 0
grt_usage_pct = 21.52
grt_pass1_vias = 9042
grt-ovfl-total = 0
grt_pass1_wl_mm = 51.58

[run]
max_cap_viol_count = 0
warning_count = 56

[status]
status = "finished, final reports clean"

[power]
p_leak_uw = 0.004319
vdd_drop_max_mv = 0.1354
total_power_uw = 2281
power_density_nw_per_um2 = 215.1
-- through the flow --
stage / hold WS, ns / cells / area (sq um) / util [%]
after global routing: 0.4749 / 1645 / 10610 / 34.58
after CTS: 0.4630 / 1645 / 10610 / 34.58
after global placement: 0.4429 / 1629 / 10300 / 33.57
after detailed placement: 0.4389 / 1629 / 10300 / 33.57
final: 0.4599 / 1645 / 10610 / 34.58
after floorplan: 0.4064 / 1237 / 9354 / -
-- sequential cells by signal, indices dropped and copies added (netlist names) --
name	flops
calc_address	32
state	17
row_cnt	9
col_cnt	8
matrix_cnt	2
addr_done_prev	1
edge_detected	1
getAddr	1
incdec	1
last_pix_read	1
-- power breakdown --
part	internal, uW	total [uW]	switching, uW	leakage [uW]
registers	300	468	168	0.000976
clock network	157	277	120	0.000149
logic	606	1540	929	0.00319
-- synthesized netlist by cell type (11+ instances only) --
cell / number / area (sq um)
nor3_1: 28 / 140.1
a31oi_1: 12 / 75.07
buf_2: 16 / 80.08
clkbuf_1: 64 / 240.2
nand3_1: 54 / 270.3
ha_1: 77 / 963.4
nor2_1: 114 / 427.9
a211oi_1: 14 / 105.1
xor2_1: 34 / 297.8
inv_1: 69 / 259.0
a21o_1: 15 / 112.6
a21oi_1: 101 / 505.5
o22ai_1: 14 / 87.58
fa_1: 28 / 560.5
o211ai_1: 20 / 150.1
dfrtp_1: 72 / 1802
xnor2_1: 39 / 341.6
nand2_1: 116 / 435.4
nor2b_1: 11 / 68.82
nand4_1: 26 / 162.7
and3_1: 18 / 112.6
o21ai_0: 93 / 465.5
-- cells in the final DEF, fill, tap and decap left out, types with 7 or more instances in the layout --
cell type and count:
nor2_1 113, o21a_1 9, mux2i_1 10, nor3_1 28
nand4_1 26, o31ai_1 8, or2_2 7, and2_1 10
fa_1 28, nand2b_1 8, nor2b_1 11, clkbuf_16 9
clkdlybuf4s50_1 68, o211ai_1 20, nand3_1 54, a221oi_1 10
dfrtp_1 72, nor4_1 10, o22ai_1 14, a21o_1 15
nand2_1 116, a31oi_1 12, and3_1 18, o2111ai_1 9
inv_1 69, ha_1 77, buf_4 15, a21oi_1 101
a22oi_1 7, o21ai_0 93, o221ai_1 8, a211oi_1 14
xor2_1 34, xnor2_1 39
-- worst max path at each step --
| stage | slack (ns) | startpoint | cells past startpoint | endpoint |
|---|---|---|---|---|
| after CTS | 3.08 | image_start_addr[2] | 15 | next_calc_address[26] |
| after global routing | 2.75 | image_start_addr[2] | 15 | next_calc_address[26] |
| final | 3.10 | image_start_addr[2] | 15 | next_calc_address[26] |
-- cells by family after synthesis --
| family | share of synthesized area (%) |
|---|---|
| adder cells (fa/ha/maj) | 16.29 |
| buffers and inverters | 6.635 |
| AND-OR/OR-AND | 27.15 |
| AND/OR/NAND/NOR | 22.23 |
| flip-flops | 19.54 |
| multiplexers | 1.311 |
| XOR/XNOR | 6.835 |
-- layer usage --
| layer | up-vias | GRT usage, % | part of all wire, % |
|---|---|---|---|
| met4 | 0 | 6.497 | 3.1 |
| met5 | - | 0 | 0 |
| met3 | 66 | 5.324 | 8.4 |
| met2 | 384 | 32.83 | 45 |
| li1 | 4503 | - | - |
| met1 | 4419 | 30.32 | 44 |
-- final cells by class --
cell class	count	share of cell area (%)
Clock buffer	9	2.124
Multi-Input combinational cell	1007	65.22
Timing Repair Buffer	83	7.480
Inverter	70	2.478
Tap cell	396	4.672
Clock inverter	7	0.7905
Sequential cell	73	17.24
-- critical path: stages --
cell and delay [ns]:
clkdlybuf4s50_1 0.43, fa_1 0.48, ha_1 0.29, ha_1 0.19
inv_1 0.06, fa_1 0.37, nor2b_1 0.20, o2111ai_1 0.16
a31o_2 0.31, o2111a_1 0.31, o31ai_4 0.48, nand4_1 0.17
nor3b_1 0.17, o31ai_1 0.32, clkdlybuf4s50_1 0.52
Power is estimated from default activity; no workload was simulated.
